==> design.v <==
module bcdcounter(clk,o,en);
input clk;
output[15:0] o;
output en;
reg[3:0] a=0,b=0,c=0,d=0;
assign {o[3:0],o[7:4],o[11:8],o[15:12]}={a,b,c,d};
always @(posedge clk ) begin
    if (a==4'b1001) begin
        a=4'b0000;
        if (b==4'b1001) begin
            b=4'b0000;
            if (c==4'b1001) begin
                c=4'b0000;
                if (d==4'b1001) begin
                    d=4'b0000;
                end else begin
                    d=d+4'b0001;
                end
            end else begin
                c=c+4'b0001;
            end
        end else begin
            b=b+4'b0001;
        end
    end else begin
    a=a+4'b0001;    
    end
end
endmodule
==> run.sh <==
#!/bin/bash
# OpenROAD 26Q1-2900-gdf79404cd8, Yosys 0.63+post, stock flow scripts
make -C /OpenROAD-flow-scripts/flow DESIGN_CONFIG=/design/flow/config.mk WORK_HOME=/design/flow/orfs finish
==> config.mk <==
export PLATFORM = sky130hd
export DESIGN_NAME = bcdcounter
export DESIGN_NICKNAME = bcdcounter
export VERILOG_FILES = /design/flow/design.v
export SDC_FILE = /design/flow/constraint.sdc
export NUM_CORES = 4
export LEC_CHECK = 1
export CORE_AREA = 10 10 81 81
export DIE_AREA = 0 0 91 91
==> constraint.sdc <==
current_design bcdcounter

set clk_period 2.1
set clk_io_pct 0.2

create_clock -name clk0 -period $clk_period [get_ports {clk}]

set non_clock_inputs [all_inputs -no_clocks]
set_input_delay [expr $clk_period * $clk_io_pct] -clock clk0 $non_clock_inputs
set_output_delay [expr $clk_period * $clk_io_pct] -clock clk0 [all_outputs]
==> impl_metrics.env <==
# implementation run metrics
export IMPL_h_tree_depth=1
export IMPL_period_used_pct=77.6
export IMPL_finalSetupViolations=0
export IMPL_grt_overflow=0
export IMPL_core_um2=4820
export IMPL_placedCellCount=153
export IMPL_finalPower_mw=0.558
export IMPL_clkTransAtPathRegs_ns=0.06
export IMPL_track_usage_pct=3.65
export IMPL_seqPwrFrac_pct=60.1
export IMPL_syn_cell_area_um2=816
export IMPL_grt_pass1_wl_um=2500
export IMPL_intPower_mw=0.465
export IMPL_grt_max_degree=10
export IMPL_top_area_cell="edfxtp_1"
export IMPL_top_cells_by_count="edfxtp_1 (12), nor2_1 (12), ha_1 (8)"
export IMPL_fp_util_pct=16.9
export IMPL_finalHoldViolations=0
export IMPL_postSynthSeqShare_pct=54.0
export IMPL_stdcell_count=157
export IMPL_gp_congestion=0.697
export IMPL_grt_pass1_vias=510
export IMPL_crit_required_ns=2.06
export IMPL_via_count=523
export IMPL_cts_resized=0
export IMPL_synth_cell_type_count=19
export IMPL_hp_class="reg2reg"
export IMPL_clock_skew_ns=0.000980
export IMPL_avgViaCountPerCell=3.33
export IMPL_ys_area_um2=816
export IMPL_clock_latency_ns=0.24
export IMPL_pwr_share_clk_pct=39.9
export IMPL_placed_area_um2=1040
export IMPL_warning_count=29
export IMPL_antenna_found_initial=0
export IMPL_portBuffers=16
export IMPL_drtIter0Drc=31
export IMPL_p_leak_nw=0.415
export IMPL_cts_tree="done"
export IMPL_die_h_um=91
export IMPL_hpwl_um=1230
export IMPL_drive_above_1_share_pct=6.67
export IMPL_cp_max_fo=8
export IMPL_die_x_um=91
export IMPL_cts_root_buf="clkbuf_8"
export IMPL_synthArstFlopShare_pct=0
export IMPL_design_area_um2=1090
export IMPL_cp_end_kind="flip-flop"
export IMPL_cellPowerDensity_nw_per_um2=514
export IMPL_syn_to_final_growth_pct=33.1
export IMPL_rsz0062_at_grt="no"
export IMPL_cts_hold_fix_buffers=0
export IMPL_synth_cells=72
export IMPL_chipArea_um2=8280
export IMPL_top_cells_by_area="edfxtp_1 (44%), ha_1 (12%), dfxtp_1 (9.8%), nor2_1 (5.5%), xnor2_1 (5.4%)"
export IMPL_wl_per_cell_um=9.61
export IMPL_min_period_ns=1.63
export IMPL_switching_share_pct=16.8
export IMPL_status="finished, final reports clean"
export IMPL_ys_flops=16
export IMPL_detail_route_first_pass_iterations=3
export IMPL_cts_setup_buffers=0
export IMPL_power_frac_comb_pct=0
export IMPL_worstPathArrival_ns=1.59
export IMPL_yosys_warnings=2
export IMPL_wirelength_um=1510
export IMPL_timing_worst_setup_path_type="reg2reg"
export IMPL_drc_errors=0
export IMPL_num_rows=25
export IMPL_ir_drop_mv=0.297
export IMPL_ys_cells=72
export IMPL_critPathLaunchType="flip-flop"
export IMPL_maxCapViolCount=0
export IMPL_antenna_cells=0
export IMPL_io_pin_count=18
export IMPL_clock_sink_count=16
export IMPL_cts_path_max_buffers=2
export IMPL_max_freq_ghz=0.613
export IMPL_cts_buffers_inserted=3
export IMPL_tns_ns=0
export IMPL_synth_avg_cell_area_um2=11.3
export IMPL_edf_count=12
export IMPL_postRouteAntennaNets=0
export IMPL_p_switching_mw=0.0937
export IMPL_top_cell_area_share_pct=44.2
export IMPL_ys_dominant_reg_cell="edfxtp_1"
export IMPL_drv_slew=0
-- cells by family (layout without fill, tap and decap cells) --
logic type	count (synthesis)	count (layout)	synth area share [%]
compound gates	5	5	4.14
xor+xnor	5	5	5.37
fa+ha+maj	8	8	12.3
buf+inv	7	25	4.60
flops	16	16	54.0
mux	1	1	1.23
other cells	1	1	0.460
simple gates	29	29	17.9
-- worst paths after layout --
path | startpoint | to | slack [ns] | cells after the start
worst max-delay path | a[0] | d[0] | 0.47 | 4
worst min register to register | a[0] | a[0] | 0.50 | 1
worst min-delay path | a[0] | a[0] | 0.50 | 1
worst max register to register | a[0] | d[0] | 0.47 | 4
-- cell type report --
type / count / area (um2)
Tap cell: 67 / 83.8
Multi-Input combinational cell: 49 / 338
Fill cell: 530 / 3730
Clock inverter: 1 / 3.75
Inverter: 5 / 18.8
Sequential cell: 16 / 440
Clock buffer: 3 / 41.3
Timing Repair Buffer: 16 / 160
-- power groups by stage --
stage | sequential (mW) | clock (mW) | combinational [mW]
finish | 0.335 | 0.223 | 0.0000962
global route | 0.335 | 0.253 | 0.000298
CTS | 0.335 | 0.232 | 0.000193
-- metal layers --
layer	routed length, um	GRT usage (%)
met1	682	4.49
met2	662	5.55
met3	152	2.24
met4	11	0.392
met5	0	0
-- sequential cells by signal (all words and copies together), names as in the netlist --
register and count:
a 4, b 4, c 4, d 4
-- placed cells by master (no fill, tap or decap), drive strengths merged --
| cell | instances |
|---|---|
| nand2 | 6 |
| o21ai | 2 |
| inv | 5 |
| nor3b | 3 |
| edfxtp | 12 |
| dfxtp | 4 |
| nand2b | 1 |
| clkdlybuf4s50 | 16 |
| and3b | 2 |
| and2 | 2 |
| clkinv | 1 |
| conb | 1 |
| nor2 | 12 |
| ha | 8 |
| nand3 | 3 |
| a21o | 3 |
| clkbuf | 3 |
| xnor2 | 5 |
| mux2i | 1 |
-- critical path, cell delays in order (launching register included) --
cell,delay (ns)
dfxtp_1,0.40
ha_1,0.20
and3b_1,0.35
and2_4,0.24
and2_4,0.16
-- stage by stage --
| stage | hold slack [ns] | util [%] | setup slack, ns |
|---|---|---|---|
| after floorplan | 0.433 | - | 0.684 |
| after CTS | 0.503 | 22.5 | 0.461 |
| after detailed placement | 0.477 | 21.6 | 0.481 |
| after global placement | 0.471 | 21.6 | 0.547 |
| after global routing | 0.523 | 22.5 | 0.385 |
| final | 0.496 | 22.5 | 0.470 |
Power is estimated from default activity; no workload was simulated.
